===== design/flow/config.mk =====
export PLATFORM = sky130hd
export DESIGN_NAME = top
export DESIGN_NICKNAME = top
export VERILOG_FILES = /design/flow/design.v
export SDC_FILE = /design/flow/constraint.sdc
export NUM_CORES = 4
export LEC_CHECK = 1
export CORE_UTILIZATION = 30

===== design/flow/constraint.sdc =====
current_design top

set clk_period 4.6
set clk_io_pct 0.2

create_clock -name clk0 -period $clk_period [get_ports {clk}]

set non_clock_inputs [all_inputs -no_clocks]
set_input_delay [expr $clk_period * $clk_io_pct] -clock clk0 $non_clock_inputs
set_output_delay [expr $clk_period * $clk_io_pct] -clock clk0 [all_outputs]

===== design/flow/design.v =====
module keypad_decoder (
    input  logic [1:0] row,
    input  logic [1:0] col,
    output logic [3:0] bcd_value,
    output logic       valid
);
    always_comb begin
        valid = 1'b1;
        unique case ({row, col})
            4'b00_00: bcd_value = 4'd1;
            4'b00_01: bcd_value = 4'd2;
            4'b00_10: bcd_value = 4'd3;
            4'b01_00: bcd_value = 4'd4;
            4'b01_01: bcd_value = 4'd5;
            4'b01_10: bcd_value = 4'd6;
            4'b10_00: bcd_value = 4'd7;
            4'b10_01: bcd_value = 4'd8;
            4'b10_10: bcd_value = 4'd9;
            4'b11_00: bcd_value = 4'd10;
            4'b11_01: bcd_value = 4'd0;
            4'b11_10: bcd_value = 4'd11;
            default: begin
                bcd_value = 4'd0;
                valid     = 1'b0;
            end
        endcase
    end
endmodule
`timescale 1ns / 1ps
module sevseg(
    input  logic [3:0] bcd,       
    output logic [6:0] segments   
);
    logic [6:0] segments_reg;
    always_comb begin
        case (bcd)
            4'b0000: segments_reg = 7'b0111111;  
            4'b0001: segments_reg = 7'b0000110;  
            4'b0010: segments_reg = 7'b1011011;  
            4'b0011: segments_reg = 7'b1001111;  
            4'b0100: segments_reg = 7'b1100110;  
            4'b0101: segments_reg = 7'b1101101;  
            4'b0110: segments_reg = 7'b1111101;  
            4'b0111: segments_reg = 7'b0000111;  
            4'b1000: segments_reg = 7'b1111111;  
            4'b1001: segments_reg = 7'b1101111;  
            4'b1010: segments_reg = 7'b0001000;  
            4'b1011: segments_reg = 7'b0000011;  
            4'b1100: segments_reg = 7'b1000110;  
            4'b1101: segments_reg = 7'b0100001;  
            4'b1110: segments_reg = 7'b0000110;  
            4'b1111: segments_reg = 7'b0001110;  
            default: segments_reg = 7'b0000000;  
        endcase
    end
  assign segments = ~segments_reg; 
endmodule
module multiplex_display #(
    parameter int REFRESH_CNT = 1000
)(
    input  logic        clk,
    input  logic        rst_n,
    input  logic [3:0]  digit0,
    input  logic [3:0]  digit1,
    input  logic [3:0]  digit2,
    output logic [6:0]  segments,
    output logic [2:0]  enable_displays
);
    logic [1:0]  current_display;
    logic [16:0] refresh_counter;
    logic [3:0]  bcd_value;
    always_ff @(posedge clk or negedge rst_n) begin
        if (!rst_n) begin
            refresh_counter <= '0;
            current_display <= 2'd0;
        end else if (refresh_counter == REFRESH_CNT) begin
            refresh_counter <= '0;
            current_display <= (current_display == 2'd2) ? 2'd0 : current_display + 1;
        end else begin
            refresh_counter <= refresh_counter + 1;
        end
    end
    always_comb begin
        unique case (current_display)
            2'd0: bcd_value = digit0;
            2'd1: bcd_value = digit1;
            2'd2: bcd_value = digit2;
            default: bcd_value = 4'd0;
        endcase
    end
    always_comb begin
        unique case (current_display)
            2'd0: enable_displays = 3'b110;
            2'd1: enable_displays = 3'b101;
            2'd2: enable_displays = 3'b011;
            default: enable_displays = 3'b111;
        endcase
    end
    sevseg u_sevseg (
        .bcd     (bcd_value),
        .segments(segments)
    );
endmodule
module keypad_scan #(
    parameter int DEBOUNCE_CYCLES = 100_000,
    parameter int SCAN_CNT_MAX = 3
)(
    input  logic        clk,
    input  logic        rst_n,
    input  logic [3:0]  columnas,
    output logic [3:0]  filas,
    output logic [1:0]  row,
    output logic [1:0]  col,
    output logic        valid
);
    localparam int CNT_WIDTH = $clog2(DEBOUNCE_CYCLES);
    logic [CNT_WIDTH-1:0]            scan_counter;
    logic [1:0]                      current_row;
    logic [3:0]                      col_sample;
    logic [$clog2(SCAN_CNT_MAX)-1:0] debounce_cnt;
    logic                             stable;
    always_comb begin
        filas = 4'b1 << current_row;
    end
    always_ff @(posedge clk or negedge rst_n) begin
        if (!rst_n) begin
            col_sample   <= 4'd0;
            debounce_cnt <= '0;
            stable       <= 1'b0;
        end else if (columnas == col_sample && columnas != 4'd0) begin
            if (debounce_cnt == SCAN_CNT_MAX - 1) begin
                stable <= 1'b1;
            end else begin
                debounce_cnt <= debounce_cnt + 1;
                stable       <= 1'b0;
            end
        end else begin
            col_sample   <= columnas;
            debounce_cnt <= '0;
            stable       <= 1'b0;
        end
    end
    always_ff @(posedge clk or negedge rst_n) begin
        if (!rst_n) begin
            scan_counter <= '0;
            current_row  <= 2'd0;
            valid        <= 1'b0;
            row          <= 2'd0;
            col          <= 2'd0;
        end else begin
            if (scan_counter == (DEBOUNCE_CYCLES >> 1) - 1) begin
                if (stable && (col_sample & (col_sample - 1)) == 4'd0) begin  
                    row   <= current_row;
                    unique case (col_sample)
                        4'b0001: col <= 2'd0;
                        4'b0010: col <= 2'd1;
                        4'b0100: col <= 2'd2;
                        4'b1000: col <= 2'd3;
                        default: col <= 2'd0;
                    endcase
                    valid <= 1'b1;
                end else begin
                    valid <= 1'b0;
                end
            end
            if (scan_counter == DEBOUNCE_CYCLES - 1) begin
                scan_counter <= '0;
                current_row  <= (current_row == 2'd3) ? 2'd0 : current_row + 1;
            end else begin
                scan_counter <= scan_counter + 1;
                if (scan_counter != (DEBOUNCE_CYCLES >> 1) - 1)
                    valid <= 1'b0;
            end
        end
    end
endmodule
module top (
    input  logic        clk,
    input  logic [3:0]  columnas,
    output logic [3:0]  filas,
    output logic [6:0]  segments,
    output logic [2:0]  enable_displays
);
    logic [1:0] row, col;
    logic       raw_valid, dec_valid;
    logic [3:0] decoded;
    logic [1:0] target_digit;
    logic [3:0] digits [2:0];
    logic       key_hash_d;
    wire key_star = raw_valid && dec_valid && (decoded == 4'd10);
    wire key_hash = raw_valid && dec_valid && (decoded == 4'd11);
    keypad_scan #(
        .SCAN_CNT_MAX    (100_000),
        .DEBOUNCE_CYCLES (3)
    ) u_scan (
        .clk      (clk),
        .rst_n    (1'b1),
        .columnas (columnas),
        .filas    (filas),
        .row      (row),
        .col      (col),
        .valid    (raw_valid)
    );
    keypad_decoder u_dec (
        .row       (row),
        .col       (col),
        .bcd_value (decoded),
        .valid     (dec_valid)
    );
    always_ff @(posedge clk) begin
        key_hash_d <= key_hash;
        if (key_star) begin
            digits[0]      <= 4'd0;
            digits[1]      <= 4'd0;
            digits[2]      <= 4'd0;
            target_digit   <= 2'd0;
        end else begin
            if (key_hash && !key_hash_d) begin
                target_digit <= (target_digit == 2) ? 2'd0 : target_digit + 1;
            end
            if (raw_valid && dec_valid && (decoded != 4'd10) && (decoded != 4'd11)) begin
                digits[target_digit] <= decoded;
            end
        end
    end
    multiplex_display #(
        .REFRESH_CNT (100_000)
    ) u_display (
        .clk            (clk),
        .rst_n          (1'b1),
        .digit0         (digits[0]),
        .digit1         (digits[1]),
        .digit2         (digits[2]),
        .segments       (segments),
        .enable_displays(enable_displays)
    );
endmodule

===== design/flow/run.sh =====
#!/bin/bash
# OpenROAD 26Q1-2900-gdf79404cd8, Yosys 0.63+post, stock flow scripts
make -C /OpenROAD-flow-scripts/flow DESIGN_CONFIG=/design/flow/config.mk WORK_HOME=/design/flow/orfs finish

==> results.ini <==
[synth]
ys_chip_area_mm2=0.00358
ys_warn_count=5
netlist_area_mm2=0.00358
ys_sh_aoi=0.0824
yosys.cell_types.count=50
xor_share=0.0831
avgSynthCellArea_um2=9.98
synthFlopType=dfxtp_1
mux_area_frac=0.0255
synth_flops=70
ys_cells=359
edf_count=24
synth_adder_area_share=0.0908
simple_gate_share=0.227
async_reset_ff_frac=0
synthCells=359
postSynthSeqShare=0.458
logic_family=simple AND/OR/NAND/NOR gates

[clock_tree]
cts_buffer_depth=2
numCtsBuffers=9
ctsResizeCount=0
htree_levels=3
clock_insertion_delay_worst_skew_ns=0.33
cts_tree=yes
clock-sinks=70
cts_setup_buffers=0
cts.root.buffer_cell=clkbuf_16
hold_buffers=0
cts.clk_slew.worst_paths_ns=0.05

[route]
wl_per_cell_um=10.8
vias=2491
drc=0
routed_wl_um=5730
final_antenna_net_count=0
dr.pass1.iters=21
drtIter0Drc=98
antenna_cells=0
vias_per_cell=4.72

[timing]
relSlewSlack=0.415
hold_viol=0
worst_pin_slew_ns=0.878
rsz0062_at_grt=no
report.final.slew_viol_count=0
fin_skew_ns=0.00751
setup_violations=0
fin_tns_setup_ns=0
period_minus_slack_ns=3.90
post-route-period-util=0.847
max_freq_mhz=257
layout_setup_ws_ns=0.704

[layout]
fillers=1125
layout.cells.non_filler=528
area_delta_synth_final_pct=17.1
final_common_cell=nor2_1
logic_area_mm2=0.00182
regArea_mm2=0.00164
final_cell_mix=nor2_1 (48), dfxtp_1 (46), ha_1 (26), edfxtp_1 (24)
layout-drive-gt1-share=0.0727

[worst_setup_path]
critPathMaxFanout=7
rr_endpoint=decoded[1]$_DFF_P_
reg2reg_slack_ns=2.01
r2r_cells=9
r2r_start=u_scan.col_sample[1]$_DFFE_PN_
worstSetupStartpointType=register
crit_path_end_kind=output port
critPathKind=register to output port
required_ns=3.68
worstPathArrival_ns=2.98

[place]
dp_cells=512
globalplace.congestion=0.867
preCtsSetupSlack_ns=1.06
hpwl_um=3990
io_buffers=18

[min_path]
hold-path-cell-count=1
worstHoldStart=u_scan.scan_counter[0]$_SDFF_PP0_
holdCritPathClass=register to register
whs_endpoint=u_scan.scan_counter[0]$_SDFF_PP0_

[grt]
antenna_found_initial=0
track_usage=0.0961
gr-total-overflow=0
grt_pass1_wl_um=9940
grt_pass1_vias=2283
grt_max_degree=23

[floorplanning]
die-area_mm2=0.0124
fp_util=0.311
rows=39
die_w_um=111
ios=19
coreArea_mm2=0.0115
die_h_um=111

[status]
status=complete, no violations

[job]
maxCapViolCount=0
warning_count=44

[power_and_ir_drop]
cellPowerDensity_mw_per_mm2=318
peakVddDrop_uv=189
p_leak_nw=1.60

## logic make-up (layout without fill, tap and decap cells)
kind of cell,Yosys count,after routing
flops,70,70
mux,8,8
xor+xnor,34,34
compound gates,41,41
simple gates,152,152
buf+inv,28,54
fa+ha+maj,26,26
## power breakdown
group | total (W) | switching, W | leakage [nW] | internal (W)
Sequential | 0.000647 | 0.00000654 | 0.575 | 0.000641
Combinational | 0.0000188 | 0.00000947 | 0.891 | 0.00000928
Clock | 0.000667 | 0.000250 | 0.136 | 0.000417
Total | 0.00133 | 0.000266 | 1.60 | 0.00107
## stage by stage
| stage | util | hold slack (ns) | area [µm²] | total power, W |
|---|---|---|---|---|
| 3_5_place_dp | 0.339 | 0.405 | 3900 | 0.000679 |
| 6_report | 0.364 | 0.412 | 4200 | 0.00133 |
| 2_1_floorplan | - | 0.393 | 3580 | 0.000674 |
| 5_1_grt | 0.364 | 0.439 | 4200 | 0.00138 |
| 4_1_cts | 0.364 | 0.412 | 4200 | 0.00135 |
| 3_3_place_gp | 0.339 | 0.400 | 3900 | 0.000679 |
## sequential cells by signal, summed over array words and instances (netlist names)
name                       cells
u_display.current_display      2
decoded                        4
u_scan.scan_counter            2
u_scan.row                     2
u_scan.debounce_cnt           17
target_digit                   2
u_display.refresh_counter     17
key_hash_d                     1
u_scan.valid                   1
u_scan.col                     2
u_scan.col_sample              4
u_scan.current_row             2
digits                        12
u_scan.stable                  1
dec_valid                      1
## worst max path at each step
stage	endpoint	startpoint	cells after the start	slack (ns)
after global routing	segments[6]	u_display.current_display[0]$_SDFFCE_PN0N_	11	0.43
final	segments[4]	u_display.current_display[0]$_SDFFCE_PN0N_	12	0.70
after CTS	segments[4]	u_display.current_display[0]$_SDFFCE_PN0N_	12	0.70
## worst max-delay path, stage by stage (launching register included)
cell and delay (ns):
edfxtp_1 0.43, inv_1 0.11, ha_1 0.29, a222oi_1 0.17, nor2_1 0.31, inv_1 0.16
ha_1 0.24, inv_1 0.07, nor2_1 0.04, a21oi_1 0.16, a21oi_1 0.08, nor2_1 0.10
clkdlybuf4s50_1 0.49
## final cells by class
cell class / instances / share of cell area
timing repair buffer: 19 / 0.0447
sequential: 70 / 0.391
inverter: 19 / 0.0170
clock inverter: 6 / 0.0149
tap: 143 / 0.0426
clock buffer: 10 / 0.0546
multi-input combinational: 261 / 0.435
## Yosys cell counts (2+ instances only)
master | count | area share
a211oi_1 | 3 | 0.0063
a21oi_1 | 15 | 0.021
a222oi_1 | 4 | 0.011
a31oi_1 | 2 | 0.0035
and2_1 | 14 | 0.024
and3_1 | 6 | 0.010
and4_1 | 6 | 0.015
buf_2 | 3 | 0.0042
buf_4 | 2 | 0.0042
clkbuf_1 | 4 | 0.0042
dfxtp_1 | 46 | 0.26
edfxtp_1 | 24 | 0.20
ha_1 | 26 | 0.091
inv_1 | 19 | 0.020
mux2_2 | 2 | 0.0063
mux2i_1 | 4 | 0.011
nand2_1 | 19 | 0.020
nand2b_1 | 3 | 0.0052
nand3_1 | 14 | 0.020
nand4_1 | 7 | 0.012
nor2_1 | 48 | 0.050
nor2b_1 | 5 | 0.0087
nor3_1 | 7 | 0.0098
nor3_2 | 3 | 0.0084
nor3b_1 | 5 | 0.010
nor4b_1 | 3 | 0.0073
o21ai_0 | 4 | 0.0056
o21bai_1 | 3 | 0.0063
or2_2 | 3 | 0.0052
or4_1 | 3 | 0.0063
xnor2_1 | 17 | 0.042
xor2_1 | 17 | 0.042
## routing by layer
layer | vias to the layer above | global-route usage | wire length [µm]
li1 | 1306 | - | -
met1 | 1138 | 0.141 | 2890
met2 | 39 | 0.154 | 2530
met3 | 8 | 0.0167 | 225
met4 | 0 | 0.0171 | 83
met5 | - | 0 | 0
Power figures rest on the tool's default switching activity, not on a simulated workload.
